<file path="flow/design.v">
module uart_rx(
    input   logic clk,
    input   logic rst_n,
    input   logic rx,
    input   logic parity_en,
    input   logic [12:0] clk_per_bit,
    output  logic [7:0] rx_data,
    output  logic rx_valid, 
    output  logic parity_error,
    output  logic frame_error
);
    typedef enum {IDLE, START, DATA, PARITY, STOP} state_n;
    state_n state;
    logic [12:0] rx_clk_cnt;
    logic [2:0] rx_bit_idx;
    always_ff @(posedge clk or negedge rst_n) begin
        if(!rst_n) begin
            state           <= IDLE;
            rx_clk_cnt      <= '0;
            rx_bit_idx      <= '0;
            rx_valid        <= 0;
            rx_data         <= '0;
            parity_error    <= 0;
            frame_error     <= 0;
        end
        else begin
            case(state)
                IDLE    :   begin
                                rx_clk_cnt <= '0;
                                rx_bit_idx <= '0;
                                parity_error <= 0;
                                frame_error  <= 0;
                                rx_valid    <= 0;
                                if(rx == 0) begin
                                    state <= START;
                                end
                            end
                START   :   begin
                                if(rx_clk_cnt == (clk_per_bit / 2)) begin
                                    rx_clk_cnt  <= '0;
                                    if(rx == 0)
                                        state <= DATA;
                                    else
                                        state <= IDLE;
                                end
                                else
                                    rx_clk_cnt++;
                            end
                DATA    :   begin
                                if(rx_clk_cnt == (clk_per_bit - 1)) begin
                                    rx_clk_cnt  <= '0;
                                    rx_data[rx_bit_idx] <= rx;
                                    if(rx_bit_idx == 3'd7)begin
                                        state   <= parity_en ? PARITY : STOP;
                                        rx_bit_idx  <= '0;
                                    end
                                    else
                                        state   <= DATA;
                                    rx_bit_idx++;
                                end
                                else
                                    rx_clk_cnt++;
                            end
                PARITY  :   begin
                                if(rx_clk_cnt == (clk_per_bit - 1)) begin
                                    rx_clk_cnt  <= '0;
                                    if(rx != ^rx_data)
                                        parity_error    <= 1;
                                    state   <= STOP;
                                end
                                else
                                    rx_clk_cnt++;
                            end
                STOP    :   begin
                                if(rx_clk_cnt == (clk_per_bit - 1))begin
                                    rx_clk_cnt  <= '0;
                                    if(rx == 1)begin
                                        rx_valid    <= 1;
                                    end
                                    else 
                                        frame_error <= 1;
                                    state   <= IDLE;
                                end
                                else
                                    rx_clk_cnt++;
                            end
            endcase                          
        end
    end
endmodule
module uart_tx (
    input   logic clk,
    input   logic rst_n,
    input   logic parity_en,
    input   logic rx_valid,
    input   logic [7:0] rx_data,
    input   logic [12:0] clk_per_bit,
    output  logic tx,
    output  logic tx_valid
);
    typedef enum {IDLE, START, DATA, PARITY, STOP} state_n;
    state_n state;
    logic [12:0] tx_clk_cnt;
    logic [2:0] tx_bit_idx;
    logic [7:0] tx_data;
    logic   tx_req;
    logic   tx_parity;
    always_ff @(posedge clk or negedge rst_n)begin
        if(!rst_n) begin
            state   <= IDLE;
            tx      <= 1;
            tx_clk_cnt <= '0;
            tx_bit_idx <= '0;
            tx_data <= '0;
            tx_parity <= 0;
            tx_valid <= 0;
            tx_req <= 0;
        end
        else begin
            if(rx_valid) begin
                tx_data <= rx_data;
                tx_req <= 1;
            end
            case(state)
                IDLE    :   begin
                                tx_clk_cnt <= 0;
                                tx_bit_idx <= '0;
                                tx_parity <= 0;
                                tx_valid <= 0;
                                if(tx_req)begin
                                    state <=START;
                                end
                            end
                START   :   begin
                                if(tx_clk_cnt == (clk_per_bit - 1)) begin
                                    tx_clk_cnt <= 0;
                                    tx <= 0;
                                    state <= DATA;
                                end
                                else
                                    tx_clk_cnt++;
                            end
                DATA    :   begin
                                if(tx_clk_cnt == (clk_per_bit - 1)) begin
                                    tx_clk_cnt <= 0;
                                    tx <= tx_data[tx_bit_idx];
                                    if(tx_bit_idx == 3'd7) begin
                                        tx_bit_idx <= 0;
                                        tx_parity <= ^tx_data;
                                        state <= parity_en ? PARITY : STOP;
                                    end
                                    else
                                        tx_bit_idx++;
                                end
                                else
                                    tx_clk_cnt++;
                            end
                PARITY  :   begin
                                if(tx_clk_cnt == (clk_per_bit -1)) begin
                                    tx_clk_cnt <= 0;
                                    tx <= tx_parity;
                                    state <= STOP;
                                end
                                else
                                    tx_clk_cnt++;
                            end
                STOP    :   begin
                                if(tx_clk_cnt == (clk_per_bit - 1)) begin
                                    tx_clk_cnt <= '0;
                                    tx <= 1;
                                    state <= IDLE;
                                    tx_valid    <= 1;
                                    tx_req <= 0;
                                end
                                else
                                    tx_clk_cnt++;
                            end
            endcase
        end
    end
endmodule
module uart_top (
    input   logic clk,
    input   logic rst_n,
    input   logic parity_en,
    input   logic tx,
    input 	logic [12:0] clk_per_bit,
    output  logic rx,
    output  logic rx_valid,
    output  logic tx_valid,
    output  logic parity_error,
    output  logic frame_error
);
    logic [7:0] rx_data;
    uart_rx DUT1(
        .clk(clk),
        .rst_n(rst_n),
        .clk_per_bit(clk_per_bit),
        .parity_en(parity_en),
        .rx(tx),
        .rx_data(rx_data),
        .rx_valid(rx_valid),
        .parity_error(parity_error),
        .frame_error(frame_error)
    );
    uart_tx DUT2(
        .clk(clk),
        .rst_n(rst_n),
        .clk_per_bit(clk_per_bit),
        .parity_en(parity_en),
        .rx_data(rx_data),
        .rx_valid(rx_valid),
        .tx(rx),
        .tx_valid(tx_valid)
    );
endmodule
</file>
<file path="flow/run.sh">
#!/bin/bash
# OpenROAD 26Q1-2900-gdf79404cd8, Yosys 0.63+post, stock flow scripts
make -C /OpenROAD-flow-scripts/flow DESIGN_CONFIG=/design/flow/config.mk WORK_HOME=/design/flow/orfs finish
</file>
<file path="flow/config.mk">
export PLATFORM = sky130hd
export DESIGN_NAME = uart_top
export DESIGN_NICKNAME = uart_top
export VERILOG_FILES = /design/flow/design.v
export SDC_FILE = /design/flow/constraint.sdc
export NUM_CORES = 4
export LEC_CHECK = 1
export CORE_UTILIZATION = 40
</file>
<file path="flow/constraint.sdc">
current_design uart_top

set clk_period 4.0
set clk_io_pct 0.2

create_clock -name clk0 -period $clk_period [get_ports {clk}]

set non_clock_inputs [all_inputs -no_clocks]
set_input_delay [expr $clk_period * $clk_io_pct] -clock clk0 $non_clock_inputs
set_output_delay [expr $clk_period * $clk_io_pct] -clock clk0 [all_outputs]
</file>
==> deck_impl_summary.md <==
Implementation Results

Pwr
  – Sequential Power Share: 41.2%
  – Internal: 1460 uW
  – Comb power frac: 21.5%
  – Total Power: 2170 uW
  – Clock Power Share: 37.3%
  – Peak supply drop: 0.179 mV
  – Pwr/cell area: 386 nW/um^2
  – Switch share: 32.7%
  – Leak: 0.00225 uW
  – Net Switching: 709 uW

Finish
  – Final core utilization: 47.0%
  – Share of layout cells above drive strength 1: 13.8%
  – Most used logic cell in the final layout: dfrtp_1
  – FF/Latch Area: 1630 sq um
  – Fill cell count: 1106
  – Combinational gate area: 2950 sq um
  – Most numerous logic cells after layout: dfrtp_1 (62), nand2_1 (58), xnor2_1 (39)
  – Area grow syn2layout: 15.0%

Setup path
  – Reg2reg setup slack: 1.25 ns
  – Critical path launch point type: input pin
  – WS Path Type: in -> reg
  – Setup crit end kind: flop
  – R2r startpoint: DUT1.rx_clk_cnt[2]$_DFFE_PN0P_
  – CP max FO: 6
  – Worst Setup SP: clk_per_bit[0]
  – Worst R2R End: DUT1.rx_data[0]$_DFFE_PN0P_
  – Worst path arrival time: 3.84 ns
  – Critical Path RT: 4.22 ns
  – Critical Path End: DUT1.rx_data[0]$_DFFE_PN0P_
  – Register-to-Register Path Depth: 7

Global route
  – Initial antenna violation count: 0
  – Met2 Use GR: 32.2%
  – Global-route wire length before repair: 20600 um
  – Most Used Layer, Global Route: met1
  – Overflow after GRT: 0
  – Global Route met3 Usage: 2.64%
  – Vias in the first global route: 4052
  – Overall Global Routing Usage: 20.8%
  – Met1 GRT Util: 32.8%
  – Largest net degree at the start of global routing: 41

Yosys
  – Seq share, synth: 33.4%
  – Cell total in the yosys stat output: 577
  – Avg Cell Area, Syn: 8.47 sq um
  – Yosys Chip Area: 4890 sq um
  – Main flop type: dfrtp_1
  – EDFF count, synth: 0
  – Syn. warnings: 2
  – Syn Inst Count: 577
  – Synth Cell Area: 4890 sq um
  – Number of register bits inferred by synthesis: 65
  – Asr flop ratio synth: 100%
  – Yosys cell types: 68

STA
  – Fin crit share: 90.7%
  – Setup_tns: 0 ns
  – Achievable frequency: 276 MHz
  – Count of final setup violators: 0
  – RSZ-0062 raised after global routing: false
  – Worst-margin pin slew: 0.840 ns
  – Period minus WS final: 3.63 ns
  – Final hold viol count: 0
  – Max-slew violation count: 0
  – Slew margin rel.: 43.8%
  – Clk_skew: 0.00786 ns

Clocking
  – Clk Latency, worst-skew pair: 0.33 ns
  – Post-CTS setup buffer count: 0
  – CTS buffer count: 9
  – CTS Buffer Depth: 2
  – CTS sink count: 65
  – Clock slew seen by the registers of the worst setup and hold paths: 0.06 ns
  – CTS root buf: clkbuf_16
  – CTS tree: yes
  – # hold bufs at CTS: 0
  – # resized after CTS: 0
  – H-tree level count: 3

Die
  – Rows: 40
  – Die W: 113 um
  – Core Region: 12000 sq um
  – DIE AREA: 12700 sq um
  – Fp_density: 40.8%
  – Die Span Y: 113 um
  – Ports: 22

Drt
  – First-pass DRT Iterations: 4
  – Via count: 4277
  – Drt initial violations: 394
  – DRC: 0
  – Routed WL per cell: 16.3 um
  – Vias per cell: 5.72
  – Diodes inserted: 0
  – Antenna viol nets, final: 0
  – Drt total wl: 12200 um

Worst hold path
  – Hold Crit Class: reg -> reg

Place
  – PortBufs: 21
  – Final GP Congestion: 0.885
  – Hpwl dp: 8710 um

Outcome
  – Outcome: complete, no violations

Run
  – Maximum Capacitance Violations: 0
  – Tool Warnings: 29
-- how the worst min path moves through the flow --
stage	start	end	cells past startpoint
after CTS	DUT2.tx_req$_DFF_PN0_	DUT2.state[0]$_DFF_PN1_	1
after global routing	DUT2.tx_req$_DFF_PN0_	DUT2.state[0]$_DFF_PN1_	1
final	DUT2.tx_req$_DFF_PN0_	DUT2.state[0]$_DFF_PN1_	1
-- power by group through the flow --
stage	combinational (uW)	sequential, uW	clock [uW]
after CTS	470	891	825
after global routing	528	911	851
final	467	893	808
-- synth_stat cells (7+ instances only) --
cell type  instances  area share, %
dfrtp_1           62             32
buf_2              8           0.82
xnor2_1           39            7.0
xor2_1            15            2.7
clkbuf_1          30            2.3
ha_1              11            2.8
nand4_1           11            1.4
nor4_1             7           0.90
nor2b_1            7           0.90
inv_1             25            1.9
a31oi_1           12            1.5
nand2_1           58            4.5
nor2_1            26            2.0
o31ai_1           14            2.2
o21ai_0           37            3.8
or2_2              8            1.0
nand3_1           27            2.8
mux2_2            10            2.3
nor3_1            28            2.9
a21oi_1           15            1.5
or3_1              8            1.0
nand3b_1           8            1.2
and3_1            16            2.0
-- metrics by stage --
stage	hold slack, ns	worst slack (ns)	cell area (sq um)	cells
floorplan	0.421	0.544	4890	577
global placement	0.448	0.109	5310	732
detailed placement	0.445	0.0342	5310	732
CTS	0.454	0.383	5620	748
global route	0.483	0.175	5620	748
finish	0.455	0.373	5620	748
-- cells by family after synthesis --
| logic type | after synthesis | share of synthesized area, % |
|---|---|---|
| xor+xnor | 54 | 9.68 |
| fa+ha+maj | 11 | 2.82 |
| mux | 19 | 4.69 |
| buf+inv | 70 | 6.35 |
| simple gates | 232 | 25.7 |
| compound gates | 126 | 17.4 |
| flops | 65 | 33.4 |
-- flip-flops by register name, summed over array words and instances (netlist names), 3 cells and up --
name             count
DUT1.rx_data         8
DUT1.rx_clk_cnt     13
DUT1.rx_bit_idx      3
DUT1.state           5
DUT2.tx_clk_cnt     13
DUT2.tx_bit_idx      3
DUT2.state           5
DUT2.tx_data         8
-- layout make-up --
class,instances,share of cell area [%]
clock inverters,6,1.20
repair buffers,53,8.15
flip-flops and latches,65,29.0
clock buffers,10,4.25
inverters,25,1.67
multi-input cells,442,52.4
well taps,147,3.27
-- per-layer routing --
layer	share of wire (%)	up-vias
met5	0	-
met1	49	2056
li1	-	2144
met4	1.3	0
met2	46	63
met3	3.1	14
-- critical path, stage by stage --
cell and delay [ns]:
clkdlybuf4s50_1 0.42, buf_4 0.17, or4_1 0.53, nor3_1 0.37
mux2i_1 0.22, nand4b_1 0.17, or4_4 0.56, nor4_2 0.25
mux2_1 0.34
Power is estimated from default activity; no workload was simulated.
